==> flow/design.v <==
module CLA_Adder8 (
    output Cout,
    output [7:0] Sum,
    input [7:0] A, B,
    input Cin
);
   wire [7:0] P, G;
   wire [7:1] C;
    assign P = A ^ B;
    assign G = A & B;
    assign C[1] = P[0] & Cin  | G[0];
    assign C[2] = P[1] & C[1] | G[1];
    assign C[3] = P[2] & C[2] | G[2];
    assign C[4] = P[3] & C[3] | G[3];
    assign C[5] = P[4] & C[4] | G[4];
    assign C[6] = P[5] & C[5] | G[5];
    assign C[7] = P[6] & C[6] | G[6];
    assign Cout = P[7] & C[7] | G[7];
    assign Sum[0] = A[0] ^ B[0] ^ Cin;
    assign Sum[1] = A[1] ^ B[1] ^ C[1];
    assign Sum[2] = A[2] ^ B[2] ^ C[2];
    assign Sum[3] = A[3] ^ B[3] ^ C[3];
    assign Sum[4] = A[4] ^ B[4] ^ C[4];
    assign Sum[5] = A[5] ^ B[5] ^ C[5];
    assign Sum[6] = A[6] ^ B[6] ^ C[6];
    assign Sum[7] = A[7] ^ B[7] ^ C[7];
endmodule
module CLA_Adder32 (
    output Cout,
    output [31:0] Sum,
    input [31:0] A, B,
    input Cin
);
    wire C0, C1, C2;
    CLA_Adder8 A0(C0, Sum[7:0], A[7:0], B[7:0], Cin);
    CLA_Adder8 A1(C1, Sum[15:8], A[15:8], B[15:8], C0);
    CLA_Adder8 A2(C2, Sum[23:16], A[23:16], B[23:16], C1);
    CLA_Adder8 A3(Cout, Sum[31:24], A[31:24], B[31:24], C2);
endmodule
==> flow/run.sh <==
#!/bin/bash
# OpenROAD 26Q1-2900-gdf79404cd8, Yosys 0.63+post, stock flow scripts
make -C /OpenROAD-flow-scripts/flow DESIGN_CONFIG=/design/flow/config.mk WORK_HOME=/design/flow/orfs finish
==> flow/config.mk <==
export PLATFORM = sky130hd
export DESIGN_NAME = CLA_Adder32
export DESIGN_NICKNAME = CLA_Adder32
export VERILOG_FILES = /design/flow/design.v
export SDC_FILE = /design/flow/constraint.sdc
export NUM_CORES = 4
export LEC_CHECK = 1
export CORE_AREA = 10 10 92 92
export DIE_AREA = 0 0 102 102
==> flow/constraint.sdc <==
current_design CLA_Adder32

set clk_period 41.6
set clk_io_pct 0.2

create_clock -name clk0 -period $clk_period

set non_clock_inputs [all_inputs -no_clocks]
set_input_delay [expr $clk_period * $clk_io_pct] -clock clk0 $non_clock_inputs
set_output_delay [expr $clk_period * $clk_io_pct] -clock clk0 [all_outputs]
==> notes.md <==
State of the implementation.

- The flow ran to the end, and the final reports show no timing, DRC or antenna violations.
- Setup repair after global routing left no endpoint under its margin.
- The total number of sequential cells is 0, for reference.
- The required arrival time at the worst endpoint is about 33 ns, for reference.
- Per the post-synthesis stats, the area per cell is 17.8 um2.
- The signal arrival time at the worst endpoint is roughly 22 ns, for reference.
- The slew at the pin closest to its max-slew limit is 0.147 ns, for reference.
- At the end of the flow the core is filled with cells to 0.269.
- Once detail routing completed, the nets flagged for antenna violations numbered 0.
- The number of iterations in the first detailed-routing pass is 2, for reference.
- The count of placed standard cells in the final layout, fillers left out is ~210, for reference.
- Per the timing report, the achievable frequency comes out to 33.0 MHz.
- The area fraction of the largest cell type after synthesis is 0.972.
- The die footprint is roughly 0.010 mm2, for reference.
- The class of the worst hold path is primary input to output port, for reference.
- The total number of warnings across the stage logs is 32, for reference.
- The placement summary gives the final routability congestion estimate as 0.804.
- The horizontal extent of the die is between 100 and 150 um, for reference.
- Post-CTS timing repair inserted 0 buffers for setup.
- Of the synthesized area, sequential elements account for 0.
- For hold timing, the worst endpoint is Sum[31].
- The floorplan utilization is 0.102, for reference.
- The cell count after placement is 212, for reference.
- After layout, the minimum clock period comes to about 30 ns.
- The overall routing resource usage is 0.0674, for reference.
- As logged by OpenROAD, the buffers inserted on ports number 98.
- The clock buffer instance count of the final layout is 0, for reference.
- In the Yosys stats the netlist draws on 2 distinct library cells.
- The final clock period utilization by the worst path is 0.728, for reference.
- The final max-slew violation count recorded for this run is 0.
- Dividing the detail-routed via count by the number of cells gives 3.43.
- The final layout reports a setup TNS of 0 ns.
- In the final routed layout, each cell accounts on average for 17.0 um.
- The floorplan die height is about 100 um, for reference.
- IR analysis of the VDD net gives a maximum drop of between 0.005 and 0.006 mV.
- The number of endpoints failing setup at the final stage is 0, for reference.
- In the synthesis report, Yosys lists the chip area as between 600 and 700 um2.
- STA classifies the critical path startpoint as a primary input.
- STA classifies the critical path endpoint as an output port.
- The number of rows created at floorplan is 29, for reference.
- The count of instances resized after the clock tree is built is 0, for reference.
- The power density over the cells is between 15 and 20 mW/mm2, for reference.
- The number of top-level design ports is a little under 100, for reference.
- The number of antenna violations at the first check in global routing is 0, for reference.
- Buffers inserted to repair hold after CTS numbered 0.
- The leakage power total is 0.644 nW, for reference.
- In this run the tightest slew margin relative to its limit is 0.902.
- For this design, Yosys synthesis ends with a cell count of 37.
- The Yosys step of the flow raised 0 warnings.
- The main area contributors are sky130_fd_sc_hd__fa_1 97%, sky130_fd_sc_hd__inv_1 2.8%.
- Entering global routing, the biggest net connects 2 pins.
- The number of cells traversed by the worst hold path is 5, for reference.
- The delay of the slowest critical-path stage is between 0.4 and 0.5 ns, for reference.
- The top fanout value on the critical path is 1, for reference.
- For reference, the final report shows the hold violation count at 0.
- Detailed routing inserted a total of ~730 vias.
- The layout overhead on the synthesized area is 163%, for reference.
- The detailed router reported a total wirelength of 3610 um.
- The final hold slack is approximately 18 ns, for reference.
- The cell at the slowest stage of the critical path is sky130_fd_sc_hd__clkdlybuf4s50_1, for reference.
- On the critical path the largest part of the delay comes from adder cells.
- The aggregate global routing overflow is 0, for reference.
- The gate count of the mapped netlist is 37, for reference.
- The area of all sequential standard cells is 0 um2, for reference.
- The fraction of layout cells with a size suffix above 1 is 0, for reference.
- Counting both buffers and inverters, the worst setup path holds a total of 4.
- The critical path is of the primary input to output port type.
- The tally of max-capacitance violations is 0, for reference.
- By instance count, the cell type seen most on the critical path is sky130_fd_sc_hd__fa_1.
- The number of global-route vias before repair was between 900 and 1000.
- The antenna diode count is 0, for reference.
- The DRC violation count after routing is 0, for reference.
- The violation tally recorded at the end of detailed-routing iteration 0 is 2.
- The total half-perimeter wirelength after legalization and detailed placement is ~3600 um, for reference.
- The post-synthesis instance area is about 660 um2, for reference.
- The cell type contributing the most total cell area after synthesis is sky130_fd_sc_hd__fa_1, for reference.
- The area of the core region is roughly 0.0065 mm2, for reference.
- The first global-routing pass estimated approximately 5300 um of wire.
- The critical hold path startpoint is A[31], for reference.
==> cells in the final DEF (no fill, tap or decap), drive strengths merged <==
cell	n
fa	32
clkdlybuf4s50	98
inv	5
==> per-stage QoR <==
stage | instance area (um2) | total power, mW | worst slack, ns
2_1_floorplan | 659 | 0.00262 | 12.68
3_3_place_gp | 1740 | 0.0269 | 11.25
3_5_place_dp | 1740 | 0.0269 | 11.22
4_1_cts | 1740 | 0.0271 | 11.23
5_1_grt | 1740 | 0.0295 | 10.77
6_report | 1740 | 0.0261 | 11.30
==> cell families (layout without fill, tap and decap cells) <==
group | count (synthesis) | after routing | share of synthesized area
buffers and inverters | 5 | 103 | 0.0285
adder cells (fa/ha/maj) | 32 | 32 | 0.972
==> report_power, final <==
part | leakage [nW] | total, mW | internal [mW] | switching, mW
registers | 0 | 0 | 0 | 0
clock network | 0 | 0 | 0 | 0
logic | 0.644 | 0.0261 | 0.0192 | 0.00694
total | 0.644 | 0.0261 | 0.0192 | 0.00694
==> final cells by class <==
class / instances / area (um2)
repair buffers: 98 / 981
fillers: 665 / 4720
inverters: 5 / 18.8
multi-input cells: 32 / 641
well taps: 77 / 96.3
==> synth_stat cells <==
cell                    instances
sky130_fd_sc_hd__inv_1          5
sky130_fd_sc_hd__fa_1          32
==> worst min-delay path, delay by kind of cell <==
family	cells	cell delay, ns
buf+inv	4	0.92
fa+ha+maj	1	0.16
==> per-layer routing <==
metal	track usage	part of all wire	vias up
met3	0.0586	0.27	0
li1	-	-	302
met1	0.0714	0.36	330
met4	0	0	0
met2	0.107	0.37	95
met5	0	0	-
==> worst max path at each step <==
stage     start      end  slack (ns)  cells after the start
6_report   A[0]  Sum[31]       11.30                     36
5_1_grt    A[0]  Sum[31]       10.77                     36
4_1_cts    A[0]  Sum[31]       11.23                     36
Power is estimated from default activity; no workload was simulated.
